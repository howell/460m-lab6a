**/design/flow/run.sh**
```bash
#!/bin/bash
# OpenROAD 26Q1-2900-gdf79404cd8, Yosys 0.63+post, stock flow scripts
make -C /OpenROAD-flow-scripts/flow DESIGN_CONFIG=/design/flow/config.mk WORK_HOME=/design/flow/orfs finish
```
**/design/flow/design.v**
```verilog
module DFF(iClk, iD, oQ);
    input iClk, iD;
    output oQ;
    reg oQ;
    initial begin
        oQ = 0;
    end  
    always @(posedge iClk) begin
        oQ <= iD;
    end  
endmodule  
module button_fsm(iClk, iBtns, oCtrlState);
    input iClk;
    input [3:0] iBtns;
    output [4:0] oCtrlState;
    wire wClk_10ms;
    wire [3:0] wBtns;
    reg [3:0] rState, rNextState;
    reg [4:0] oCtrlState;
    initial begin
        rState = 0;
        rNextState = 0;
        oCtrlState = 5'd0;
    end
    clk_div debounce_clk(iClk, 25000, wClk_10ms);
    debouncer d0(wClk_10ms, iBtns[0], wBtns[0]);
    debouncer d1(wClk_10ms, iBtns[1], wBtns[1]);
    debouncer d2(wClk_10ms, iBtns[2], wBtns[2]);
    debouncer d3(wClk_10ms, iBtns[3], wBtns[3]);
    always @(posedge iClk) begin
        rState <= rNextState;
    end  
    always @(rState, wBtns) begin
        rNextState <= wBtns;
        case (rState)
            0: begin
                oCtrlState <= 5'd0;
            end
            1: begin
                oCtrlState <= (wBtns == 4'h0) ? 5'd2 : 5'd0;
            end
            2: begin
                oCtrlState <= (wBtns == 4'h0) ? 5'd7 : 5'd0;
            end
            5: begin
                oCtrlState <= ((wBtns == 4'h4) | (wBtns == 4'h0)) ? 5'd15 : 5'd0;
            end
            6: begin
                oCtrlState <= ((wBtns == 4'h4) | (wBtns == 4'h0)) ? 5'd8 : 5'd0;
            end
            9: begin
                oCtrlState <= ((wBtns == 4'h8) | (wBtns == 4'h0)) ? 5'd4: 5'd0;
            end
            10: begin
                oCtrlState <= ((wBtns == 4'h8) | (wBtns == 4'h0)) ? 5'd1 : 5'd0;
            end
            13: begin
                oCtrlState <= ((wBtns == 4'hC) | (wBtns == 4'h0)) ? 5'd23 : 5'd0;
            end
            14: begin
                oCtrlState <= ((wBtns == 4'hC) | (wBtns == 4'h0)) ? 5'd22 : 5'd0;
            end
            default: begin
                oCtrlState <= 5'd0;
            end
        endcase
    end  
endmodule    
module button_top(iClk, iBtns, oAN, oC, oCtrlSt);
    input iClk;
    input [3:0] iBtns;
    output [3:0] oAN;
	 output [4:0] oCtrlSt;
    output [7:0] oC;
    wire wClk_1ms, wClk_10ms;
    wire [4:0] wStOut;
	 reg [4:0] oCtrlSt;
	 initial begin
		oCtrlSt = 1;
	 end
    button_fsm fsm(iClk, iBtns, wStOut);
	 always @(wStOut) begin
		if(wStOut != 5'd0) begin
			oCtrlSt <= wStOut;
		end
		else begin
			oCtrlSt <= 5'h1F;
		end
	 end  
endmodule    
module clk_div(clk, val, slowClk);
  input clk;
  input [31:0] val;
  output slowClk;
  reg [31:0] count;
  reg slowClk;
  initial begin
    slowClk = 0;
    count = 0;
  end
  always @(posedge clk) begin
    if(count == val) begin
      count <= 0;
      slowClk <= ~slowClk;
    end
    else begin
      count <= count + 1;
    end
  end
endmodule
module debouncer(iClk, iX, oB);
    input iClk, iX;
    output oB;
    wire wQ0;
    DFF FF0(iClk, iX, wQ0);
    DFF FF1(iClk, wQ0, oB);
endmodule    
```
**/design/flow/config.mk**
```make
export PLATFORM = sky130hd
export DESIGN_NAME = button_top
export DESIGN_NICKNAME = button_top
export VERILOG_FILES = /design/flow/design.v
export SDC_FILE = /design/flow/constraint.sdc
export NUM_CORES = 4
export LEC_CHECK = 1
export CORE_AREA = 10 10 108 108
export DIE_AREA = 0 0 118 118
```
**/design/flow/constraint.sdc**
```tcl
current_design button_top

set clk_period 6.6
set clk_io_pct 0.2

create_clock -name clk0 -period $clk_period [get_ports {iClk}]

set non_clock_inputs [all_inputs -no_clocks]
set_input_delay [expr $clk_period * $clk_io_pct] -clock clk0 $non_clock_inputs
set_output_delay [expr $clk_period * $clk_io_pct] -clock clk0 [all_outputs]
```
==> impl_metrics.json <==
{
  "avgRoutedWirePerCell_um": 9.45,
  "grt_pass1_wl_mm": 5.49,
  "cp.arrival_ns": 1.73,
  "num_vias": 1322,
  "syn_avg_cell_area_um2": 9.54,
  "cts_tree": "built",
  "ys.flops": 45,
  "place_inst": 333,
  "clock.latency.late_pin_ns": 0.28,
  "yosysWarnings": 16,
  "clk_path_buf_depth": 2,
  "power_density_nw_per_um2": 181,
  "rows": 35,
  "drcViolationCount": 0,
  "dieWidth_um": 118,
  "antenna_cells": 0,
  "post_cts_buffers": 0,
  "outcome": "finished clean",
  "worst_pin_slew_ns": 0.735,
  "setup_violations": 0,
  "instances_no_fill": 341,
  "vdd_ir_drop_max_mv": 0.0659,
  "drtIter0Drc": 43,
  "unclocked_pins": 8,
  "cts-resized-gates": 0,
  "untimed_endpoints": 12,
  "fin_crit_sh_pct": 46.2,
  "fin_area_um2": 2190,
  "worst-path-max-fanout": 6,
  "path_class": "register to primary output",
  "area_growth_pct": 16.1,
  "wirelength_mm": 3.22,
  "vias_per_cell": 3.88,
  "antenna_found_initial": 0,
  "grt_max_degree": 13,
  "fin_skew_ns": 0.00912,
  "fin_setup_tns_ns": 0,
  "fp.dieH_um": 118,
  "min_period_ns": 3.05,
  "gp_congestion": 0.804,
  "end_kind": "primary output",
  "hold_viol": 0,
  "io_buffers": 9,
  "pin_count": 22,
  "layout-drive-gt1-share_pct": 6.60,
  "final_cell_mix": "44 x dfxtp_1, 26 x xnor2_1, 17 x nand4_1",
  "ys_cells": 198,
  "crit_required_ns": 5.28,
  "grt_pass1_vias": 1183,
  "openroad.warnings": 26,
  "die-area_um2": 13900,
  "ant_nets": 0,
  "place_area_um2": 2090,
  "hold_path_class": "register to register",
  "overflow": 0,
  "place_hpwl_mm": 2.33,
  "ys_seq_share_pct": 48.2,
  "ctsHoldBuffers": 0,
  "ys_types": 35,
  "cap_violations": 0,
  "track_usage_pct": 4.46,
  "cts.clk_slew.worst_paths_ns": 0.07,
  "syn_area_um2": 1890,
  "yosys_area_um2": 1890,
  "core_region_area_um2": 9280,
  "start_kind": "register",
  "mostFrequentLayoutCell": "dfxtp_1",
  "slew_violations": 0,
  "leakagePower_nw": 0.731,
  "rsz0062_at_grt": "no",
  "first_pass_iters": 4,
  "cts-htree-levels": 2,
  "max-slew-margin-rel_pct": 50.6,
  "root_buffer": "clkbuf_8",
  "synth_cells": 198,
  "fp_util_pct": 20.4,
  "timing.fmax_ghz": 0.328,
  "cts_inserted_buffers": 5
}
## per-layer routing
metal | up-vias | share of wire, % | track usage (%)
li1 | 694 | - | -
met1 | 599 | 49 | 6.26
met2 | 25 | 45 | 6.85
met3 | 4 | 4.2 | 1.12
met4 | 0 | 1.6 | 0.773
met5 | - | 0 | 0
## registers in the layout, indices dropped and copies added (netlist names)
register / cells
fsm.debounce_clk.count: 32
fsm.rState: 4
fsm.d0.FF0.oQ: 1
fsm.d0.FF1.oQ: 1
fsm.d1.FF0.oQ: 1
fsm.d1.FF1.oQ: 1
fsm.d2.FF0.oQ: 1
fsm.d2.FF1.oQ: 1
fsm.d3.FF0.oQ: 1
fsm.d3.FF1.oQ: 1
fsm.debounce_clk.slowClk: 1
## layout make-up
class	count	area, µm²
fill	1018	7090
clock buffer	7	96.3
tap	129	161
clock inverter	1	5.00
sequential	45	911
timing repair buffer	11	105
multi-input combinational	138	877
inverter	10	37.5
## cells by family (layout without fill, tap and decap cells)
kind of cell	after synthesis	count (layout)	share of synthesized area (%)
DFF	45	45	48.2
other	1	12	0.198
xor gates and xnor gates	29	29	13.4
buffers and inverters	26	29	7.55
adders and majority gates	2	2	1.32
AOI/OAI and AO/OA	14	14	4.83
and+or+nand+nor	81	81	24.4
## report_power, final
| part | total [W] | leakage [nW] | switching, W | internal, W |
|---|---|---|---|---|
| Sequential | 0.000224 | 0.371 | 0 | 0.000224 |
| Combinational | 0.00000276 | 0.306 | 0.000000707 | 0.00000205 |
| Clock | 0.000171 | 0.0542 | 0.0000763 | 0.0000943 |
## cell usage after synthesis
| master | number | area, µm² |
|---|---|---|
| a31oi_1 | 1 | 6.26 |
| o2bb2ai_1 | 1 | 8.76 |
| dfxtp_1 | 44 | 881 |
| a211oi_1 | 1 | 7.51 |
| buf_4 | 12 | 90.1 |
| nand2_1 | 7 | 26.3 |
| nor3_4 | 1 | 16.3 |
| xor2_1 | 3 | 26.3 |
| nor4_1 | 4 | 25.0 |
| clkbuf_1 | 3 | 11.3 |
| edfxtp_1 | 1 | 30.0 |
| xnor2_1 | 26 | 228 |
| o22ai_1 | 2 | 12.5 |
| conb_1 | 1 | 3.75 |
| nor2b_1 | 3 | 18.8 |
| o31a_1 | 1 | 8.76 |
| a211o_1 | 1 | 8.76 |
| or4_1 | 1 | 7.51 |
| nand3_1 | 13 | 65.1 |
| and4_1 | 2 | 17.5 |
| nor4_2 | 1 | 12.5 |
| inv_1 | 10 | 37.5 |
| ha_1 | 2 | 25.0 |
| nand4_1 | 17 | 106 |
| nor3_1 | 5 | 25.0 |
| buf_1 | 1 | 3.75 |
| nand2b_1 | 1 | 6.26 |
| and2_1 | 1 | 6.26 |
| o21ai_0 | 3 | 15.0 |
| or3_4 | 1 | 11.3 |
| nor2_1 | 14 | 52.6 |
| a31o_2 | 1 | 8.76 |
| a21oi_1 | 3 | 15.0 |
| nor4b_1 | 1 | 8.76 |
| and3_1 | 9 | 56.3 |
## worst max-delay path, stage by stage, from the launching register on
cell             delay (ns)
dfxtp_1                0.40
nor2_1                 0.09
and3_1                 0.21
o21ai_0                0.14
o31a_1                 0.15
clkdlybuf4s50_1        0.46
## worst paths after layout
| check | startpoint | end | slack [ns] | cells after the start |
|---|---|---|---|---|
| setup / recovery | fsm.rState[2]$_DFF_P_ | oCtrlSt[1] | 3.55 | 5 |
| hold / removal | fsm.debounce_clk.count[31]$_SDFF_PN0_ | fsm.debounce_clk.count[31]$_SDFF_PN0_ | 0.46 | 1 |
| setup reg to reg | fsm.debounce_clk.count[21]$_SDFF_PN0_ | fsm.debounce_clk.slowClk$_DFFE_PN_ | 4.66 | 3 |
| hold reg to reg | fsm.debounce_clk.count[31]$_SDFF_PN0_ | fsm.debounce_clk.count[31]$_SDFF_PN0_ | 0.46 | 1 |
## stage by stage
step                util [%]  power, W  worst slack (ns)  hold slack, ns
floorplan                  -  0.000234              4.39           0.435
global placement        22.5  0.000233              3.85           0.456
detailed placement      22.5  0.000232              3.84           0.456
CTS                     23.6  0.000403              3.53           0.469
global route            23.6  0.000414              3.39           0.493
finish                  23.6  0.000397              3.55           0.464
No activity file was given, so power comes from the tool's default toggle rates.
